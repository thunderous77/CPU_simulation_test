<file path="./config.mk">
export PLATFORM = sky130hd
export DESIGN_NAME = Register
export DESIGN_NICKNAME = Register
export VERILOG_FILES = /design/flow/design.v
export SDC_FILE = /design/flow/constraint.sdc
export NUM_CORES = 4
export LEC_CHECK = 1
export CORE_UTILIZATION = 30
</file>
<file path="./constraint.sdc">
current_design Register

set clk_period 36.9
set clk_io_pct 0.2

create_clock -name clk0 -period $clk_period [get_ports {clk}]

set non_clock_inputs [all_inputs -no_clocks]
set_input_delay [expr $clk_period * $clk_io_pct] -clock clk0 $non_clock_inputs
set_output_delay [expr $clk_period * $clk_io_pct] -clock clk0 [all_outputs]
</file>
<file path="./design.v">
module Register (
    input wire clk,
    input wire rst,
    input wire enable_sign_from_cmd,
    input wire [4:0] rd_from_cmd,
    input wire [4:0] rd_rob_id_from_cmd,
    input wire [4:0] rs1_from_cmd,
    input wire [4:0] rs2_from_cmd,
    output wire [31:0] V1_to_cmd,
    output wire [31:0] V2_to_cmd,
    output wire [4:0] Q1_to_cmd,
    output wire [4:0] Q2_to_cmd,
    input wire commit_sign_from_rob,
    input wire rollback_sign_from_rob,
    input wire [31:0] V_from_rob,
    input wire [4:0] Q_from_rob,
    input wire [4:0] rd_from_rob
);
    reg [4:0] Q [32-1:0];
    reg [31:0] V [32-1:0]; 
    reg shadow_rollback_sign_from_rob, shadow_commit_data_valid_sign;
    reg [4:0] shadow_Q_from_cmd, shadow_rd_from_cmd, shadow_rd_from_rob;
    reg [31:0] shadow_V_from_rob;
    assign Q1_to_cmd = (shadow_rd_from_rob == rs1_from_cmd && shadow_commit_data_valid_sign) ? 4'h0 : (shadow_rd_from_cmd == rs1_from_cmd ? shadow_Q_from_cmd : (rollback_sign_from_rob ? 4'h0 : Q[rs1_from_cmd]));
    assign Q2_to_cmd = (shadow_rd_from_rob == rs2_from_cmd && shadow_commit_data_valid_sign) ? 4'h0 : (shadow_rd_from_cmd == rs2_from_cmd ? shadow_Q_from_cmd : (rollback_sign_from_rob ? 4'h0 : Q[rs2_from_cmd]));
    assign V1_to_cmd = (shadow_rd_from_rob == rs1_from_cmd && rs1_from_cmd != 5'h0) ? shadow_V_from_rob : V[rs1_from_cmd];
    assign V2_to_cmd = (shadow_rd_from_rob == rs2_from_cmd && rs2_from_cmd != 5'h0) ? shadow_V_from_rob : V[rs2_from_cmd];
    integer i;
    always @(*) begin
        shadow_rollback_sign_from_rob = 1'b0;
        shadow_commit_data_valid_sign = 1'b0;
        shadow_Q_from_cmd = 4'h0;
        shadow_rd_from_cmd = 5'h0;
        shadow_rd_from_rob = 5'h0;
        shadow_V_from_rob = 32'h0;
        if (rollback_sign_from_rob) shadow_rollback_sign_from_rob = 1'b1;
        else if (enable_sign_from_cmd && rd_from_cmd != 5'h0) begin
            shadow_rd_from_cmd = rd_from_cmd;
            shadow_Q_from_cmd = rd_rob_id_from_cmd;
        end
        if (commit_sign_from_rob && rd_from_rob != 5'h0) begin
            shadow_rd_from_rob = rd_from_rob;
            shadow_V_from_rob = V_from_rob;
            if (!(enable_sign_from_cmd && rd_from_rob == rd_from_cmd) && Q[rd_from_rob] == Q_from_rob) shadow_commit_data_valid_sign = 1'b1;
        end
    end
    always @(posedge clk) begin
        if (rst) begin
            for (i = 0; i < 32; i = i + 1) begin
                Q[i] <= 4'h0;
                V[i] <= 32'h0;
            end
        end
        else begin
            if (shadow_rollback_sign_from_rob) begin
                for (i = 0; i < 32; i = i + 1) Q[i] <= 4'h0;
            end
            else if (shadow_rd_from_cmd != 5'h0) begin
                Q[shadow_rd_from_cmd] <= shadow_Q_from_cmd;
            end 
            if (shadow_rd_from_rob != 5'h0) begin
                V[shadow_rd_from_rob] <= shadow_V_from_rob;
                if (shadow_commit_data_valid_sign) Q[shadow_rd_from_rob] <= 4'h0;
            end
        end
    end
endmodule
</file>
<file path="./run.sh">
#!/bin/bash
# OpenROAD 26Q1-2900-gdf79404cd8, Yosys 0.63+post, stock flow scripts
make -C /OpenROAD-flow-scripts/flow DESIGN_CONFIG=/design/flow/config.mk WORK_HOME=/design/flow/orfs finish
</file>
==> flow_summary.toml <==
# physical design summary
[run_status]
outcome = "finished clean"

[final_timing]
finalCritPeriodShare_pct = 54.35
tightest_slew_ns = 1.059
fin_worst_skew_ns = 0.01307
max_freq_mhz = 49.86
maxSlewHeadroom_pct = 29.40
holdWs_ns = 0.5087
final_hold_viol_count = 0
setup_viol = 0
timing.final.max_slew_violations = 0
tns_ns = 0
rsz0062_at_grt = "no"
period_minus_slack_ns = 20.06

[logic_synthesis]
netlist_area_um2 = 63670
yosysChipArea_um2 = 63670
yosysWarnings = 1
synth_flops = 1184
ys_cells = 5042
synthDistinctLibCells = 60
postSynth.asyncResetShare_pct = 0
flop_cell = "edfxtp_1"
synthCells = 5042
edf_count = 1024
postSynthSeqShare_pct = 53.32
avgSynthCellArea_um2 = 12.63

[critical_path]
required_ns = 29.52
critPathCaptureType = "output pin"
arrival_ns = 12.68
setup.worst_path.class = "in2out"
start_kind = "input port"
crit_fanout = 56

[placed_design]
dp_hpwl_um = 146100
io_buffers = 140
place_congestion = 0.9277

[clock_network]
postCtsResizedCells = 0
clk_pin_slew_ns = 0.06
hold_buffers = 0
cts_tree = "yes"
clockBufferDepth = 3
post_cts_buffers = 0
cts_root_buf = "clkbuf_16"
cts_buffers = 130
cts.sinks = 1184
htree_levels = 4
worstSkewPairLatency_ns = 0.78

[floorplanning]
fp_util_pct = 30.29
pin_count = 141
num_rows = 168
fp.dieH_um = 462.7
dieArea_um2 = 214100
die_w_um = 462.7
core_area_um2 = 210200

[layout]
area_growth_pct = 13.95
final_cell_mix = "nor2_1 (1321), edfxtp_1 (1024), mux4_2 (503)"
lay_top_count = "nor2_1"
drive_above_1_share_pct = 19.96

[route]
first_iter_violations = 4158
ant_nets = 0
vias = 47320
wl_per_cell_um = 31.58
drc = 0
via_per_inst = 5.959
drt_wl_total_um = 250800
first_pass_iters = 8

[power]
p_leak_nw = 23.64
power_density_nw_per_um2 = 45.22
ir_worst_vdd_uv = 44.11

[flow_run]
warnings = 26
cap_violations = 0

[global_route]
grt_overflow = 0
met1_usage_pct = 24.92
grt_max_degree = 80
gr-usage-met2_pct = 34.41
busiest_layer = "met2"
grt_pass1_vias = 48850
grt_pass1_wl_um = 353700
use_met3_pct = 21.49
antenna_found_initial = 5
grt_usage_pct = 24.51

[min_path]
hold_path_class = "reg2reg"
## area by class of cell
| cell class | count | area, um2 |
|---|---|---|
| inverters | 12 | 50.05 |
| flip-flops and latches | 1184 | 33950 |
| diodes | 5 | 12.51 |
| fillers | 20060 | 137700 |
| clock buffers | 157 | 3396 |
| repair buffers | 348 | 2985 |
| clock inverters | 74 | 754.5 |
| well taps | 2805 | 3510 |
| multi-input cells | 3356 | 27890 |
## cell usage after synthesis (all sizes together), types with 4 or more instances
| master | count | area, um2 |
|---|---|---|
| o221ai | 160 | 1401 |
| o22a | 11 | 96.34 |
| a22oi | 7 | 52.55 |
| o21ai | 59 | 295.3 |
| or2 | 5 | 31.28 |
| a211oi | 86 | 645.6 |
| nor3 | 70 | 395.4 |
| xnor2 | 8 | 70.07 |
| and2 | 14 | 87.59 |
| o22ai | 114 | 713.2 |
| edfxtp | 1024 | 30750 |
| nor4 | 35 | 654.4 |
| buf | 176 | 832.1 |
| nor2b | 8 | 50.05 |
| mux4 | 509 | 11490 |
| nand2b | 42 | 262.8 |
| o32ai | 4 | 35.03 |
| xor2 | 13 | 113.9 |
| a21oi | 163 | 815.8 |
| nand3 | 34 | 182.7 |
| clkbuf | 345 | 1295 |
| nand2 | 122 | 457.9 |
| nand3b | 5 | 37.54 |
| a31oi | 161 | 1007 |
| mux2i | 343 | 3433 |
| dfxtp | 160 | 3203 |
| nor2 | 1324 | 4970 |
| inv | 9 | 33.78 |
## state kept, by name, summed over array words and instances (netlist names)
signal	flops
V	1024
Q	160
## cell families (layout without fill, tap and decap cells)
group,Yosys count,in the layout,share of synthesized area [%]
and+or+nand+nor,1669,1669,11.32
DFF,1184,1184,53.32
muxes,854,854,23.47
AOI/OAI and AO/OA,780,780,8.181
buffers and inverters,533,591,3.411
xor gates and xnor gates,21,21,0.2889
other,1,37,0.005890
## per-stage QoR
step / util [%] / setup slack, ns / total power, mW / cells / cell area (um2)
after global routing: 34.51 / 16.50 / 3.360 / 7937 / 72540
after detailed placement: 32.53 / 16.91 / 1.999 / 7705 / 68390
after global placement: 32.53 / 16.79 / 1.995 / 7705 / 68390
after CTS: 34.51 / 16.89 / 3.279 / 7936 / 72540
after floorplan: - / 19.72 / 1.817 / 5073 / 63790
final: 34.51 / 16.84 / 3.280 / 7941 / 72550
## report_power, final
part / internal [mW] / leakage [nW] / switching (mW)
clock: 0.726 / 2.02 / 0.570
sequential: 1.51 / 11.0 / 0.0294
combinational: 0.169 / 10.6 / 0.271
## path summary, 6_finish.rpt
check	from	end	slack, ns	depth (start not counted)
setup / recovery	rs1_from_cmd[0]	V1_to_cmd[18]	16.84	13
hold / removal	Q[0][4]	Q[0][4]	0.51	1
setup reg to reg	Q[28][3]	Q[1][4]	33.07	8
hold reg to reg	Q[0][4]	Q[0][4]	0.51	1
## routing by layer
| metal | vias to the layer above | wire length [um] |
|---|---|---|
| li1 | 19440 | - |
| met5 | - | 798 |
| met1 | 22770 | 74730 |
| met2 | 4272 | 109000 |
| met4 | 26 | 14960 |
| met3 | 816 | 51370 |
## worst max-delay path, stage by stage
cell             delay [ns]
buf_8                  0.44
buf_4                  0.57
buf_4                  0.56
buf_4                  0.64
nand2_1                0.12
o22ai_1                0.17
a22oi_1                0.11
or3_1                  0.46
nor2_4                 0.51
buf_4                  0.67
a211oi_1               0.11
a21oi_1                0.21
clkdlybuf4s50_1        0.51
Power is estimated from default activity; no workload was simulated.
