==> design/flow/design.v <==
module ROB(
    input wire clk,
    input wire rst,
    input wire rdy,
    input wire [4:0] Q1_from_cmd,
    input wire [4:0] Q2_from_cmd,
    output wire Q1_ready_sign_to_cmd,
    output wire Q2_ready_sign_to_cmd,
    output wire [31:0] V1_to_cmd,
    output wire [31:0] V2_to_cmd,
    input wire enable_sign_from_cmd,
    input wire is_jump_inst_from_cmd,
    input wire is_store_inst_from_cmd,
    input wire predicted_jump_sign_from_cmd,
    input wire [4:0] rd_from_cmd,
    input wire [31:0] pc_from_cmd,
    input wire [31:0] rollback_pc_from_cmd,
    output wire [4:0] rob_id_to_cmd,
    output reg [4:0] rd_to_reg,
    output reg [4:0] Q_to_reg,
    output reg [31:0] V_to_reg,
    output wire full_sign_to_fch,
    output reg [31:0] rollback_pc_to_fch,
    output reg enable_sign_to_pdt,
    output reg jump_sign_to_pdt,
    output reg [31:0] jump_target_pc_to_pdt,
    input wire [4:0] io_rob_id_from_ls,
    output reg [4:0] commit_rob_id_to_ls,
    output wire [4:0] head_io_rob_id_to_ls,
    input wire [4:0] rob_id_from_rs_ex,
    input wire valid_sign_from_rs_ex,
    input wire [31:0] data_from_rs_ex,
    input wire [31:0] jump_target_pc_from_rs_ex,
    input wire jump_sign_from_rs_ex,
    input wire valid_sign_from_ls_ex,
    input wire [4:0] rob_id_from_ls_ex,
    input wire [31:0] data_from_ls_ex,
    output reg rollback_sign,
    output reg commit_sign
);
    reg [3: 0] head, tail;
    wire [3: 0] next_head = (head == 16 - 1) ? 0 : head + 1,
                         next_tail = (tail == 16 - 1) ? 0 : tail + 1;
    reg [16-1:0] busy, ready, is_io_inst, predicted_jump_sign, is_jump_inst, is_store_inst, jump_sign;
    reg [31:0] pc [16-1:0];
    reg [31:0] jump_target_pc [16-1:0];
    reg [31:0] rollback_pc [16-1:0];
    reg [4:0] rd [16-1:0];
    reg [31:0] data [16-1:0];
    reg [16-1:0] rob_element_cnt;
    wire is_add_rob = enable_sign_from_cmd ? 1 : 0;
    wire is_commit_rob = (busy[head] && (ready[head] || is_store_inst[head])) ? 1 : 0;
    assign full_sign_to_fch = (rob_element_cnt >= 16 - 5);
    assign Q1_ready_sign_to_cmd = (Q1_from_cmd == 4'h0) ? 1'b0 : ready[Q1_from_cmd - 1];
    assign Q2_ready_sign_to_cmd = (Q2_from_cmd == 4'h0) ? 1'b0 : ready[Q2_from_cmd - 1];
    assign V1_to_cmd = (Q1_from_cmd == 4'h0) ? 32'h0 : data[Q1_from_cmd - 1];
    assign V2_to_cmd = (Q2_from_cmd == 4'h0) ? 32'h0 : data[Q2_from_cmd - 1];
    assign rob_id_to_cmd = tail + 1;
    assign head_io_rob_id_to_ls = (busy[head] && is_io_inst[head]) ? head + 1 : 4'h0;
    integer jump_cnt = 0, wrong_predict_cnt = 0;
    integer i;
    always @(posedge clk) begin
        if (rst || rollback_sign) begin
            rob_element_cnt = 4'h0;
            head <= 4'h0;
            tail <= 4'h0;
            for (i = 0; i < 16; i = i + 1) begin
                busy[i] <= 1'b0;
                ready[i] <= 1'b0;
                predicted_jump_sign[i] <= 1'b0;
                is_io_inst[i] <= 1'b0;
                is_jump_inst[i] <= 1'b0;
                is_store_inst[i] <= 1'b0;
                jump_sign[i] <= 1'b0;
                rd[i] <= 5'h0;
                data[i] <= 32'h0;
                jump_target_pc[i] <= 32'h0;
                rollback_pc[i] <= 32'h0;
                pc[i] <= 32'h0;
            end
            commit_sign <= 1'b0;
            rollback_sign <= 1'b0;
            enable_sign_to_pdt <= 1'b0;
        end
        else if (!rdy) begin
        end
        else begin
            commit_sign <= 1'b0;
            rollback_sign <= 1'b0;
            enable_sign_to_pdt <= 1'b0;
            rob_element_cnt <= rob_element_cnt + is_add_rob - is_commit_rob;
            if (busy[head] && (ready[head] || is_store_inst[head])) begin
                commit_sign <= 1'b1;
                rd_to_reg <= rd[head];
                Q_to_reg <= head + 1;
                V_to_reg <= data[head];
                commit_rob_id_to_ls <= head + 1;
                if (is_jump_inst[head]) begin
                    enable_sign_to_pdt <= 1'b1;
                    jump_target_pc_to_pdt <= pc[head];
                    jump_sign_to_pdt <= jump_sign[head];
                    if (jump_sign[head] ^ predicted_jump_sign[head]) begin
                        rollback_sign <= 1'b1;
                        rollback_pc_to_fch <= jump_sign[head] ? jump_target_pc[head] : rollback_pc[head];
                    end
                end
                busy[head] <= 1'b0;
                ready[head] <= 1'b0;
                is_io_inst[head] <= 1'b0;                is_jump_inst[head] <= 1'b0;
                is_store_inst[head] <= 1'b0;
                predicted_jump_sign[head] <= 1'b0;
                head <= next_head;
            end
            if (busy[rob_id_from_ls_ex - 1] && valid_sign_from_ls_ex) begin
                ready[rob_id_from_ls_ex - 1] <= 1'b1;
                data[rob_id_from_ls_ex - 1] <= data_from_ls_ex;
            end
            if (busy[rob_id_from_rs_ex - 1] && valid_sign_from_rs_ex) begin
                ready[rob_id_from_rs_ex - 1] <= 1'b1;
                data[rob_id_from_rs_ex - 1] <= data_from_rs_ex;
                jump_target_pc[rob_id_from_rs_ex - 1] <= jump_target_pc_from_rs_ex;
                jump_sign[rob_id_from_rs_ex - 1] <= jump_sign_from_rs_ex;
            end
            if (io_rob_id_from_ls != 4'h0 && busy[io_rob_id_from_ls - 1]) is_io_inst[io_rob_id_from_ls - 1] <= 1'b1;
            if (enable_sign_from_cmd) begin
                busy[tail] <= 1'b1;
                predicted_jump_sign[tail] <= predicted_jump_sign_from_cmd;
                pc[tail] <= pc_from_cmd;
                rd[tail] <= rd_from_cmd;
                data[tail] <= 32'h0;
                jump_target_pc[tail] <= 32'h0;
                rollback_pc[tail] <= rollback_pc_from_cmd;
                ready[tail] <= 1'b0;
                is_io_inst[tail] <= 1'b0;
                is_jump_inst[tail] <= is_jump_inst_from_cmd;
                is_store_inst[tail] <= is_store_inst_from_cmd;
                jump_sign[tail] <= 1'b0;
                tail <= next_tail;
            end
        end
    end
endmodule
==> design/flow/run.sh <==
#!/bin/bash
# OpenROAD 26Q1-2900-gdf79404cd8, Yosys 0.63+post, stock flow scripts
make -C /OpenROAD-flow-scripts/flow DESIGN_CONFIG=/design/flow/config.mk WORK_HOME=/design/flow/orfs finish
==> design/flow/config.mk <==
export PLATFORM = sky130hd
export DESIGN_NAME = ROB
export DESIGN_NICKNAME = ROB
export VERILOG_FILES = /design/flow/design.v
export SDC_FILE = /design/flow/constraint.sdc
export NUM_CORES = 4
export LEC_CHECK = 1
export CORE_UTILIZATION = 30
==> design/flow/constraint.sdc <==
current_design ROB

set clk_period 28.4
set clk_io_pct 0.2

create_clock -name clk0 -period $clk_period [get_ports {clk}]

set non_clock_inputs [all_inputs -no_clocks]
set_input_delay [expr $clk_period * $clk_io_pct] -clock clk0 $non_clock_inputs
set_output_delay [expr $clk_period * $clk_io_pct] -clock clk0 [all_outputs]
==> impl_metrics.ini <==
; physical design summary
[sta]
final-max-slew-violation-count = 0
clock_skew_ns = 0.04640
fin_crit_sh_pct = 56.50
min_period_ns = 16.05
max_freq_mhz = 62.32
tns_ns = 0
finalWorstSetupSlack_ns = 12.35
hold_violations = 0
tightest_slew_ns = 1.387
setup_viol = 0
rsz0062_at_grt = no
max_slew_margin_pct = 6.983

[setup_path]
path_delay_family = buffers and inverters
critPathKind = input port to output port
max_stage_delay_ns = 0.95
end_kind = output port
arrival_ns = 10.37
critical_path_buf_inv_count = 5
crit_chain = clkdlybuf4s50_1 -> inv_1 -> ha_1 -> xor2_4 -> buf_4 -> buf_4 -> mux2i_1 -> a211oi_1 -> clkdlybuf4s50_1
critical_path.max_fanout = 46
critPathRequiredTime_ns = 22.72
cpMaxStageDelayCell = a211oi_1
crit_path_start_kind = input port

[die]
fp.dieW_um = 639.4
io_pins = 392
fp-utilization_pct = 30.21
die_y_um = 639.4
rows = 233
core_area_mm2 = 0.4035
die_area_mm2 = 0.4088

[global_route]
grt_max_degree = 143
track_usage_pct = 24.51
antenna_found_initial = 112
overflow = 0
grt_pass1_vias = 92980
grt_pass1_wl_mm = 687.8

[synth]
ys_cells = 10650
edf_count = 1211
yosys_area_mm2 = 0.1219
syn_inst = 10650
async_reset_ff_share_pct = 0
avgSynthCellArea_um2 = 11.45
yosys_warnings = 1
synth_cell_types = 78
ys_ff = 2378
postSynthSeqShare_pct = 49.00
syn_area_mm2 = 0.1219
ff_type = edfxtp_1

[route]
final_antenna_net_count = 0
drtIter0Drc = 8475
wl_per_cell_um = 30.22
drcViolationCount = 0
drtPass1Iterations = 8
routed_wl_mm = 485.0
via_count = 93680
viasPerCell = 5.837

[clocking]
cts_tree = done
cts_buffer_depth = 4
clk_latency_ns = 0.94
h-tree-depth = 5
postCtsSetupBuffers = 0
cts_resized = 0
cts.sinks = 2378
cts-buffers-inserted = 279
postCtsHoldBufs = 0
root_buffer = clkbuf_16
clk_pin_slew_ns = 0.06

[power_and_ir_drop]
powerDensity_mw_per_mm2 = 56.62
p_leak_nw = 50.22
finalPower_mw = 7.913
max-vdd-ir-drop_mv = 0.05418

[flow_run]
warning_count = 65
maxCapViolations = 0

[place]
io_buffer_count = 391
place_area_mm2 = 0.1306
dp_hpwl_mm = 283.5
post-place-ws_ns = 12.62
gp_congestion = 0.9578

[status]
run_status = finished, final reports clean

[layout]
final_cell_area_mm2 = 0.1398
drive_gt1_share_pct = 19.27
final_cell_mix = 1211 x edfxtp_1, 1159 x dfxtp_1, 965 x mux4_2, 820 x nor2_1, 765 x nand2_1
mostFrequentLayoutCell = edfxtp_1
syn2layout_area_growth_pct = 14.67

[hold_path]
hold_path_class = register to register
==> cells by family (layout without fill, tap and decap cells) <==
| family | after synthesis | in the layout | share of synthesized area [%] |
|---|---|---|---|
| simple gates | 3986 | 3986 | 16.66 |
| flops | 2378 | 2378 | 49.00 |
| compound gates | 1730 | 1730 | 9.811 |
| buf+inv | 1351 | 1300 | 4.563 |
| mux | 1079 | 1079 | 18.81 |
| fa+ha+maj | 79 | 79 | 0.8171 |
| xor+xnor | 46 | 46 | 0.3305 |
| other cells | 0 | 45 | 0 |
==> path summary, 6_finish.rpt <==
path	slack (ns)	cells after the start	endpoint	start
worst max-delay path	12.35	9	V2_to_cmd[28]	Q2_from_cmd[1]
worst min-delay path	0.46	1	commit_sign	commit_sign
worst max register to register	23.12	17	rob_element_cnt[14]	head[0]
worst min register to register	0.46	1	commit_sign	commit_sign
==> synthesized netlist by cell type (all sizes together), types with 308 or more instances <==
| cell type | instances | area, um^2 |
|---|---|---|
| edfxtp | 1211 | 36360 |
| a211oi | 497 | 4412 |
| and2 | 530 | 3316 |
| clkbuf | 897 | 3367 |
| nand2 | 771 | 2897 |
| and3 | 764 | 4780 |
| nand3 | 530 | 2653 |
| nor3 | 308 | 1744 |
| a21oi | 544 | 2723 |
| mux4 | 966 | 21760 |
| buf | 368 | 1872 |
| nor2 | 854 | 3206 |
| dfxtp | 1167 | 23360 |
==> per-stage QoR <==
stage          cells  util (%)  hold slack (ns)
5_1_grt        16030     34.63           0.4695
3_3_place_gp   15500     32.36           0.4368
4_1_cts        16000     34.61           0.4598
3_5_place_dp   15500     32.36           0.4467
2_1_floorplan  10650         -           0.4035
6_report       16050     34.64           0.4551
==> metal layers <==
metal | track usage [%] | vias to the layer above | wire length (um)
met4 | 10.76 | 113 | 26840
met3 | 16.15 | 1542 | 79530
met5 | 2.044 | - | 1367
li1 | - | 39650 | -
met1 | 28.24 | 45680 | 162400
met2 | 35.69 | 6692 | 214900
==> where the power goes <==
part,internal [mW],switching (mW),leakage (nW),total [mW]
Combinational,0.203,0.387,23.9,0.590
Clock,2.07,1.57,4.45,3.63
Sequential,3.67,0.0231,21.9,3.69
Total,5.94,1.98,50.2,7.91
==> cell type report <==
| type | instances | area (um^2) |
|---|---|---|
| Fill cell | 38760 | 263700 |
| Sequential cell | 2378 | 59750 |
| Multi-Input combinational cell | 6920 | 57280 |
| Clock buffer | 399 | 7935 |
| Tap cell | 5405 | 6763 |
| Timing Repair Buffer | 707 | 6429 |
| Clock inverter | 108 | 1146 |
| Inverter | 86 | 337.8 |
| Antenna cell | 45 | 112.6 |
Power figures rest on the tool's default switching activity, not on a simulated workload.
