===== /design/flow/run.sh =====
#!/bin/bash
# OpenROAD 26Q1-2900-gdf79404cd8, Yosys 0.63+post, stock flow scripts
make -C /OpenROAD-flow-scripts/flow DESIGN_CONFIG=/design/flow/config.mk WORK_HOME=/design/flow/orfs finish

===== /design/flow/config.mk =====
export PLATFORM = sky130hd
export DESIGN_NAME = RS
export DESIGN_NICKNAME = RS
export VERILOG_FILES = /design/flow/design.v
export SDC_FILE = /design/flow/constraint.sdc
export NUM_CORES = 4
export LEC_CHECK = 1
export CORE_UTILIZATION = 30

===== /design/flow/design.v =====
module RS (
    input wire clk,
    input wire rst,
    input wire rdy,
    input wire enable_sign_from_cmd,
    input wire [5:0] opnum_from_cmd,
    input wire [31:0] V1_from_cmd,
    input wire [31:0] V2_from_cmd,
    input wire [4:0] Q1_from_cmd,
    input wire [4:0] Q2_from_cmd,
    input wire [31:0] pc_from_cmd,
    input wire [31:0] imm_from_cmd,
    input wire [4:0] rob_id_from_cmd,
    input wire valid_sign_from_rs_ex,
    input wire [4:0] rob_id_from_rs_ex,
    input wire [31:0] data_from_rs_ex,
    output reg [5:0] opnum_to_rs_ex,
    output reg [31:0] V1_to_rs_ex,
    output reg [31:0] V2_to_rs_ex,
    output reg [31:0] pc_to_rs_ex,
    output reg [31:0] imm_to_rs_ex,
    output reg [4:0] rob_id_to_rs_ex,
    input wire valid_sign_from_ls_ex,
    input wire [4:0] rob_id_from_ls_ex,
    input wire [31:0] data_from_ls_ex,
    input wire rollback_sign_from_rob,
    output wire full_sign_to_if
);
    reg [16 - 1 : 0] busy;
    reg [31:0] pc [16-1:0]; 
    reg [5:0] opnum [16-1:0];
    reg [31:0] imm [16-1:0];
    reg [31:0] V1 [16-1:0];
    reg [31:0] V2 [16-1:0];
    reg [4:0] Q1 [16-1:0];
    reg [4:0] Q2 [16-1:0];
    reg [4:0] rob_id [16-1:0];
    wire [4:0] free_station;
    wire [4:0] next_station;
    wire [4:0] real_Q1 = (valid_sign_from_rs_ex && Q1_from_cmd == rob_id_from_rs_ex) ? 4'h0 : ((valid_sign_from_ls_ex && Q1_from_cmd == rob_id_from_ls_ex) ? 4'h0 : Q1_from_cmd);
    wire [4:0] real_Q2 = (valid_sign_from_rs_ex && Q2_from_cmd == rob_id_from_rs_ex) ? 4'h0 : ((valid_sign_from_ls_ex && Q2_from_cmd == rob_id_from_ls_ex) ? 4'h0 : Q2_from_cmd);
    wire [31:0] real_V1 = (valid_sign_from_rs_ex && Q1_from_cmd == rob_id_from_rs_ex) ? data_from_rs_ex : ((valid_sign_from_ls_ex && Q1_from_cmd == rob_id_from_ls_ex) ? data_from_ls_ex : V1_from_cmd);
    wire [31:0] real_V2 = (valid_sign_from_rs_ex && Q2_from_cmd == rob_id_from_rs_ex) ? data_from_rs_ex : ((valid_sign_from_ls_ex && Q2_from_cmd == rob_id_from_ls_ex) ? data_from_ls_ex : V2_from_cmd);
    assign full_sign_to_if = (free_station == 5'h10);
    assign free_station = ~busy[0] ? 0 : (~busy[1] ? 1 : (~busy[2] ? 2 : (~busy[3] ? 3 :(~busy[4] ? 4 : (~busy[5] ? 5 : (~busy[6] ? 6 : (~busy[7] ? 7 : (~busy[8] ? 8 :
                         (~busy[9] ? 9 : (~busy[10] ? 10 : (~busy[11] ? 11 : (~busy[11] ? 11 : (~busy[12] ? 12 : (~busy[13] ? 13 : (~busy[14] ? 14 : (~busy[15] ? 15 : 5'h10))))))))))))))));
    assign next_station = (busy[0] && Q1[0] == 4'h0 && Q2[0] == 4'h0) ? 0 : ((busy[1] && Q1[1] == 4'h0 && Q2[1] == 4'h0) ? 1 : ((busy[2] && Q1[2] == 4'h0 && Q2[2] == 4'h0) ? 2 : ((busy[3] && Q1[3] == 4'h0 && Q2[3] == 4'h0) ? 3 :
                    ((busy[4] && Q1[4] == 4'h0 && Q2[4] == 4'h0) ? 4 : ((busy[5] && Q1[5] == 4'h0 && Q2[5] == 4'h0) ? 5 : ((busy[6] && Q1[6] == 4'h0 && Q2[6] == 4'h0) ? 6 : ((busy[7] && Q1[7] == 4'h0 && Q2[7] == 4'h0) ? 7 :
                    ((busy[8] && Q1[8] == 4'h0 && Q2[8] == 4'h0) ? 8 : ((busy[9] && Q1[9] == 4'h0 && Q2[9] == 4'h0) ? 9 : ((busy[10] && Q1[10] == 4'h0 && Q2[10] == 4'h0) ? 10 : ((busy[11] && Q1[11] == 4'h0 && Q2[11] == 4'h0) ? 11 :
                    ((busy[12] && Q1[12] == 4'h0 && Q2[12] == 4'h0) ? 12 : ((busy[13] && Q1[13] == 4'h0 && Q2[13] == 4'h0) ? 13 : ((busy[14] && Q1[14] == 4'h0 && Q2[14] == 4'h0) ? 14 : ((busy[15] && Q1[15] == 4'h0 && Q2[15] == 4'h0) ? 15 : 5'h10)))))))))))))));
    integer i;
    always @(posedge clk) begin
        if (rst || rollback_sign_from_rob) begin
            for (i = 0; i < 16; i = i + 1) begin
                busy[i] <= 1'b0;
                pc[i] <= 32'h0;
                opnum[i] <= 6'd0;
                imm[i] <= 32'h0;
                V1[i] <= 32'h0;
                V2[i] <= 32'h0;
                Q1[i] <= 4'h0;
                Q2[i] <= 4'h0;
                rob_id[i] <= 4'h0;
            end
        end
        else if (~rdy) begin
        end
        else begin
            if (next_station == 5'h10) begin
                opnum_to_rs_ex <= 6'd0;
                rob_id_to_rs_ex <= 4'h0;
            end
            else begin
                busy[next_station] <= 1'b0;
                opnum_to_rs_ex <= opnum[next_station];
                V1_to_rs_ex <= V1[next_station];
                V2_to_rs_ex <= V2[next_station];
                pc_to_rs_ex <= pc[next_station];
                imm_to_rs_ex <= imm[next_station];
                rob_id_to_rs_ex <= rob_id[next_station];
            end
            if (valid_sign_from_rs_ex) begin
                for (i = 0; i < 16; i = i + 1) begin
                    if (Q1[i] == rob_id_from_rs_ex) begin
                        V1[i] <= data_from_rs_ex;
                        Q1[i] <= 4'h0;
                    end
                    if (Q2[i] == rob_id_from_rs_ex) begin
                        V2[i] <= data_from_rs_ex;
                        Q2[i] <= 4'h0;
                    end
                end
            end
            if (valid_sign_from_ls_ex) begin
                for (i = 0; i < 16; i = i + 1) begin
                    if (Q1[i] == rob_id_from_ls_ex) begin
                        V1[i] <= data_from_ls_ex;
                        Q1[i] <= 4'h0;
                    end
                    if (Q2[i] == rob_id_from_ls_ex) begin
                        V2[i] <= data_from_ls_ex;
                        Q2[i] <= 4'h0;
                    end
                end
            end
            if (enable_sign_from_cmd && free_station != 5'h10) begin
                busy[free_station]  <= 1'b1;
                opnum[free_station] <= opnum_from_cmd;  
                Q1[free_station] <= real_Q1;
                Q2[free_station] <= real_Q2;
                V1[free_station] <= real_V1;
                V2[free_station] <= real_V2;
                pc[free_station] <= pc_from_cmd;
                imm[free_station] <= imm_from_cmd;
                rob_id[free_station] <= rob_id_from_cmd;
            end
        end
    end
endmodule

===== /design/flow/constraint.sdc =====
current_design RS

set clk_period 40.1
set clk_io_pct 0.2

create_clock -name clk0 -period $clk_period [get_ports {clk}]

set non_clock_inputs [all_inputs -no_clocks]
set_input_delay [expr $clk_period * $clk_io_pct] -clock clk0 $non_clock_inputs
set_output_delay [expr $clk_period * $clk_io_pct] -clock clk0 [all_outputs]

==> deck_impl_summary.md <==
Physical Implementation Snapshot

Cells and area
  • Layout cell share with drive strength beyond 1: 8.83%
  • Reg area: 76100 um2
  • Fillers: 41800
  • Area growth, synth to finish: 14.3%
  • MI comb area: 49900 um2

Clock network
  • Clk sink count: 2539
  • Gates resized, CTS repair: 0
  • Clock latency (worst-skew pair): 0.96 ns
  • Root buffer cell: clkbuf_16
  • CTS clk-pin slew, worst paths: 0.06 ns
  • CTS max path bufs: 4
  • CTS tree: done
  • Setup Fix Bufs, Post-CTS: 0
  • Hold Buf Count CTS: 0
  • H-tree levels: 5
  • Cts bufs inserted: 293

Power and ir drop
  • PD cells: 41.2 nW/um2
  • Tot Pwr: 6.17 mW
  • Static Leak: 60.3 nW
  • Power Internal: 4.66 mW
  • Comb power frac: 7.0%
  • Net Sw Power: 1.51 mW
  • Sw Ratio: 24.4%
  • Clk pwr share: 43.1%
  • Seq pwr share: 50.0%
  • Worst VDD drop: 0.0000322 V

Placement
  • Routability-driven placement congestion ratio: 0.938
  • Post-DP HPWL: 299000 um
  • Buffers added on ports: 369

Yosys
  • Post-synth EDFFs: 2523
  • Distinct cells, synth: 71
  • Synthesized area: 131000 um2
  • Synth top area share: 57.8%
  • Top-count cell post-synth: edfxtp_1
  • Top cells, area: edfxtp_1 (58%), mux2i_1 (7.5%), nand2_1 (4.1%), and3_1 (3.4%), a221oi_1 (3.3%)
  • Yosys Chip Area: 131000 um2
  • Register share after synthesis: 58.1%
  • Post-synthesis async set-or-reset flop share: 0%
  • Ys flops: 2539
  • Cells after Synth: 11800
  • YS warnings: 1
  • Most instantiated cells after synthesis: edfxtp_1 (2523), nand2_1 (1435), clkbuf_1 (1083)
  • Area leader, netlist: edfxtp_1
  • Synth Area per Inst: 11.1 um2
  • Number of cells in Yosys stat: 11800
  • Top FF cell, synth: edfxtp_1

Final timing
  • Tightest Pin Transition: 1.11 ns
  • Hold WS: 0.613 ns
  • Final setup TNS: 0 ns
  • FMAX: 0.0820 GHz
  • Max_slew headroom: 23.6%
  • Hold Fails Final Rpt: 0
  • Post-route minimum period: 12.20 ns
  • Fin Clk Skew: 0.0719 ns
  • Unrepaired setup endpoints after global routing: no
  • Final setup vio count: 0
  • Fin crit share: 30.4%
  • Max-slew violations: 0

Critical path
  • Slowest cell delay on critical path: 0.75 ns
  • Flop2flop setup slack: 33.21 ns
  • Crit. End Element: register
  • Crit Path Max Fanout: 60
  • Worst EP required: 40.72 ns
  • Setup Crit Path Kind: input port to register
  • CP Launch Type: input port
  • Critical path data arrival time: 12.82 ns
  • Crit-path slowest cell: nor2_4
  • CP cell instances: clkdlybuf4s50_1 -> or2_2 -> nor2_1 -> nand2_1 -> nor2_4 -> nor2_1 -> inv_8 -> buf_4 -> buf_4 -> o22ai_1

Run
  • Max Cap Viol: 0
  • Count of tool warnings: 44

Outcome
  • Status: finished clean

Drt
  • DR vias/cell: 5.84
  • Final antenna-violating net count: 0
  • DRT Pass-1 Iters: 8
  • Via count: 102000
  • # DRC: 0
  • WL per Instance: 30.4 um
  • Final wirelength: 531000 um
  • DRT iter0 DRCs: 8998

Global route
  • First-pass GRT wire length: 749000 um
  • Vias in the first global route: 101000
  • Largest net degree at the start of global routing: 146
  • Antenna violations before repair: 46
  • Total track usage: 24.8%
  • Gr ovfl total: 0

Floorplan
  • Io pins: 370
  • Die Span Y: 663 um
  • Init Core Util: 30.1%
  • Floorplan die width: 663 um
  • Chip area: 439000 um2
  • Area of the core: 435000 um2
  • # rows: 242

Worst hold path
  • Worst min path class: register to register
==> through the flow <==
| step | cells | worst slack, ns | area (um2) | utilization (%) |
|---|---|---|---|---|
| 3_5_place_dp | 16900 | 27.05 | 140000 | 32.3 |
| 3_3_place_gp | 16900 | 27.11 | 140000 | 32.3 |
| 6_report | 17400 | 27.90 | 150000 | 34.4 |
| 4_1_cts | 17400 | 28.00 | 150000 | 34.4 |
| 2_1_floorplan | 11800 | 25.48 | 131000 | - |
| 5_1_grt | 17400 | 27.72 | 150000 | 34.4 |
==> area by class of cell <==
type	instances	area share [%]
Sequential cell	2539	50.8
Multi-Input combinational cell	7787	33.3
Clock buffer	365	5.19
Inverter	14	0.0752
Clock inverter	158	0.963
Antenna cell	26	0.0435
Tap cell	5734	4.79
Timing Repair Buffer	826	4.77
==> state kept, by name, indices dropped and copies added (netlist names) <==
register         cells
V1                 512
V2                 512
imm                512
pc                 512
opnum               96
Q1                  80
Q2                  80
rob_id              80
V1_to_rs_ex         32
V2_to_rs_ex         32
imm_to_rs_ex        32
pc_to_rs_ex         32
busy                16
opnum_to_rs_ex       6
rob_id_to_rs_ex      5
==> layer usage <==
metal	up-vias	track usage (%)	wire [um]
li1	43700	-	-
met1	49100	28.2	177000
met2	7533	35.8	233000
met3	1536	17.3	90500
met4	58	11.2	29800
met5	-	1.45	1010
==> kinds of logic (layout without fill, tap and decap cells) <==
| family | Yosys count | after routing | synth area share (%) |
|---|---|---|---|
| adder cells (fa/ha/maj) | 10 | 10 | 0.0955 |
| multiplexers | 987 | 987 | 7.54 |
| other | 0 | 26 | 0 |
| buffers and inverters | 1446 | 1363 | 4.45 |
| XOR/XNOR | 343 | 343 | 2.29 |
| flip-flops | 2539 | 2539 | 58.1 |
| AND-OR/OR-AND | 2232 | 2232 | 11.5 |
| AND/OR/NAND/NOR | 4215 | 4215 | 16.0 |
==> path summary, 6_finish.rpt <==
check / startpoint / end / depth (start not counted)
worst max-delay path: rollback_sign_from_rob / V2[10][5] / 10
worst min-delay path: opnum[7][2] / opnum_to_rs_ex[2] / 2
worst max register to register: busy[2] / V2_to_rs_ex[12] / 14
worst min register to register: opnum[7][2] / opnum_to_rs_ex[2] / 2
==> power groups by stage <==
stage	Combinational (mW)	Clock (mW)	Sequential [mW]
finish	0.429	2.65	3.08
global route	0.450	2.77	3.09
CTS	0.418	2.68	3.08
==> layout by cell type, fill, tap and decap left out, types with 18 or more instances in the layout <==
master           instances
and2_1                 610
clkbuf_1                63
nor2_1                 342
and3_1                 714
nor2_4                  31
nand2_4                 18
clkinv_2                43
nand4_1                100
a211oi_1               116
a22o_1                  31
nand3_1                767
a221oi_1               491
nand2_1               1416
a31oi_1                145
o22ai_1                427
bufinv_16               19
o211ai_1                18
a22oi_1                 22
o221ai_1               120
diode_2                 26
xnor2_1                140
clkinv_1                63
a21oi_1                706
o2111ai_1               18
nor4_1                  60
o21ai_0                 62
nor3_1                  29
buf_2                   23
clkbuf_16              300
edfxtp_1              2523
clkdlybuf4s50_1        346
mux2i_1                987
xor2_1                 203
buf_4                  447
==> worst max-delay path: cells and delay by family <==
kind                   cells  cell delay [ns]
AND/OR/NAND/NOR            5             2.53
AND-OR/OR-AND              1             0.12
buffers and inverters      4             1.94
Power and IR drop assume default switching activity.
