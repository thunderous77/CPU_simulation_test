==> /design/flow/design.v <==
module LS (
    input wire clk,
    input wire rst,
    input wire rdy,
    input wire enable_sign_from_cmd,
    input wire [5:0] opnum_from_cmd,
    input wire [31:0] V1_from_cmd,
    input wire [31:0] V2_from_cmd,
    input wire [4:0] Q1_from_cmd,
    input wire [4:0] Q2_from_cmd,
    input wire [31:0] imm_from_cmd,
    input wire [4:0] rob_id_from_cmd,
    input wire rollback_sign_from_rob,
    input wire commit_sign_from_rob,
    input wire [4:0] commit_rob_id_from_rob,
    input wire [4:0] head_io_rob_id_from_rob,
    output wire [4:0] io_rob_id_to_rob,
    input wire [4:0] rob_id_from_rs_ex,
    input wire [31:0] data_from_rs_ex,
    input wire valid_sign_from_rs_ex,
    input wire full_sign_from_ls_ex,
    input wire valid_sign_from_ls_ex,
    input wire [4:0] rob_id_from_ls_ex,
    input wire [31:0] data_from_ls_ex,
    output reg [4:0] rob_id_to_ls_ex,
    output reg enable_sign_to_ls_ex,
    output reg [5:0] opnum_to_ls_ex,
    output reg [31:0] addr_to_ls_ex,
    output reg [31:0] store_data_to_ls_ex,
    output wire full_sign_to_fch
);
    reg [4:0] head, tail,store_tail;
    wire [4:0] next_head = (head == 16 - 1) ? 0 : head + 1;
    wire [4:0] next_tail = (tail == 16 - 1) ? 0 : tail + 1;
    reg [4:0] rollback_tail, tmp;
    wire [4:0] next_rollback_tail = (rollback_tail == 16 - 1) ? 0 : rollback_tail + 1;
    wire [4:0] next_tmp = (tmp == 16 - 1) ? 0 : tmp + 1;
    reg [16-1:0] busy;
    reg [16-1:0] commit;
    reg [5:0] opnum [16-1:0];
    reg [4:0] Q1 [16-1:0];
    reg [4:0] Q2 [16-1:0];
    reg [31:0] imm [16-1:0];
    reg [31:0] V1 [16-1:0];
    reg [31:0] V2 [16-1:0];
    reg [4:0] rob_id [16-1:0];
    wire [31:0] head_addr = V1[head] + imm[head];
    reg [3:0] ls_element_cnt;
    wire insert_cnt = (enable_sign_from_cmd ? 1 : 0);
    wire head_ready = busy[head] && full_sign_from_ls_ex == 1'b0 && Q1[head] == 4'h0 && Q2[head] == 4'h0;
    wire head_is_load = opnum[head] <= 6'd15;
    wire commit_cnt = (head_ready && ((opnum[head] <= 6'd15 && (head_addr != 32'h30000 || head_io_rob_id_from_rob == rob_id[head])) || commit[head])) ? 1 : 0;
    wire [4:0] real_Q1 = (valid_sign_from_rs_ex && Q1_from_cmd == rob_id_from_rs_ex) ? 4'h0 : ((valid_sign_from_ls_ex && Q1_from_cmd == rob_id_from_ls_ex) ? 4'h0 : Q1_from_cmd);
    wire [4:0] real_Q2 = (valid_sign_from_rs_ex && Q2_from_cmd == rob_id_from_rs_ex) ? 4'h0 : ((valid_sign_from_ls_ex && Q2_from_cmd == rob_id_from_ls_ex) ? 4'h0 : Q2_from_cmd);
    wire [31:0] real_V1 = (valid_sign_from_rs_ex && Q1_from_cmd == rob_id_from_rs_ex) ? data_from_rs_ex : ((valid_sign_from_ls_ex && Q1_from_cmd == rob_id_from_ls_ex) ? data_from_ls_ex : V1_from_cmd);
    wire [31:0] real_V2 = (valid_sign_from_rs_ex && Q2_from_cmd == rob_id_from_rs_ex) ? data_from_rs_ex : ((valid_sign_from_ls_ex && Q2_from_cmd == rob_id_from_ls_ex) ? data_from_ls_ex : V2_from_cmd);
    integer i;
    assign full_sign_to_fch = (ls_element_cnt >= 16 - 5);
    assign io_rob_id_to_rob = (head_addr == 32'h30000) ? rob_id[head] : 4'h0;
    always @(posedge clk) begin
        if (rst || (rollback_sign_from_rob && store_tail == 5'h10)) begin
            ls_element_cnt <= 32'h0;
            head <= 5'h0;
            tail <= 5'h0;
            store_tail <= 5'h10;
            for (i = 0; i < 16; i = i + 1) begin
                busy[i] <= 1'b0;
                commit[i] <= 1'b0;
                opnum[i] <= 6'd0;
                imm[i] <= 32'h0;
                V1[i] <= 32'h0;
                V2[i] <= 32'h0;
                Q1[i] <= 4'h0;
                Q2[i] <= 4'h0;
                rob_id[i] <= 4'h0;
            end
            enable_sign_to_ls_ex <= 1'b0;
        end
        else if (~rdy) begin
        end
        else if (rollback_sign_from_rob) begin
            tail <= (store_tail == 16 - 1) ? 0 : store_tail + 1;
            ls_element_cnt <= ((store_tail > head) ? store_tail - head + 1 : 16 - head + store_tail + 1);
            for (i = 0; i < 16; i = i + 1) begin
                if (~commit[i] || opnum[i] <= 6'd15) busy[i] <= 1'b0;
            end
        end
        else begin
            enable_sign_to_ls_ex <= 1'b0;
            ls_element_cnt <= ls_element_cnt - commit_cnt + insert_cnt;
            if (head_ready) begin
                if (opnum[head] <= 6'd15) begin
                    if (head_addr != 32'h30000 || head_io_rob_id_from_rob == rob_id[head]) begin
                        busy[head] <= 1'b0;
                        commit[head] <= 1'b0;
                        rob_id_to_ls_ex <= rob_id[head];
                        rob_id[head] <= 4'h0;
                        enable_sign_to_ls_ex <= 1'b1;
                        opnum_to_ls_ex <= opnum[head];
                        addr_to_ls_ex <= head_addr;
                        head <= next_head;
                    end 
                end
                else if (commit[head]) begin
                    busy[head] <= 1'b0;
                    commit[head] <= 1'b0;
                    rob_id_to_ls_ex <= rob_id[head];
                    rob_id[head] <= 4'h0;
                    enable_sign_to_ls_ex <= 1'b1;
                    opnum_to_ls_ex <= opnum[head];
                    addr_to_ls_ex <= head_addr;
                    head <= next_head;
                    store_data_to_ls_ex <= V2[head];
                    if (store_tail == head) store_tail <= 5'h10;
                end
            end
            if (commit_sign_from_rob) begin
                for (i = 0; i < 16; i = i + 1) begin
                    if (busy[i] && rob_id[i] == commit_rob_id_from_rob && !commit[i]) begin
                        commit[i] <= 1'b1;
                        if (opnum[i] >= 6'd16) store_tail <= i;
                    end
                end
            end 
            if (valid_sign_from_rs_ex) begin
                for (i = 0; i < 16; i = i + 1) begin
                    if (Q1[i] == rob_id_from_rs_ex) begin
                        V1[i] <= data_from_rs_ex;
                        Q1[i] <= 4'h0;
                    end
                    if (Q2[i] == rob_id_from_rs_ex) begin
                        V2[i] <= data_from_rs_ex;
                        Q2[i] <= 4'h0;
                    end
                end
            end 
            if (valid_sign_from_ls_ex) begin
                for (i = 0; i < 16; i = i + 1) begin
                    if (Q1[i] == rob_id_from_ls_ex) begin
                        V1[i] <= data_from_ls_ex;
                        Q1[i] <= 4'h0;
                    end
                    if (Q2[i] == rob_id_from_ls_ex) begin
                        V2[i] <= data_from_ls_ex;
                        Q2[i] <= 4'h0;
                    end
                end
            end
            if (enable_sign_from_cmd) begin
                busy[tail] <= 1'b1;
                opnum[tail] <= opnum_from_cmd;          
                Q1[tail] <= real_Q1;
                Q2[tail] <= real_Q2;
                V1[tail] <= real_V1;
                V2[tail] <= real_V2;
                imm[tail] <= imm_from_cmd;
                rob_id[tail] <= rob_id_from_cmd;
                commit[tail] <= 1'b0;
                tail <= next_tail;
            end
        end
    end
endmodule
==> /design/flow/run.sh <==
#!/bin/bash
# OpenROAD 26Q1-2900-gdf79404cd8, Yosys 0.63+post, stock flow scripts
make -C /OpenROAD-flow-scripts/flow DESIGN_CONFIG=/design/flow/config.mk WORK_HOME=/design/flow/orfs finish
==> /design/flow/config.mk <==
export PLATFORM = sky130hd
export DESIGN_NAME = LS
export DESIGN_NICKNAME = LS
export VERILOG_FILES = /design/flow/design.v
export SDC_FILE = /design/flow/constraint.sdc
export NUM_CORES = 4
export LEC_CHECK = 1
export CORE_UTILIZATION = 40
==> /design/flow/constraint.sdc <==
current_design LS

set clk_period 50.2
set clk_io_pct 0.2

create_clock -name clk0 -period $clk_period [get_ports {clk}]

set non_clock_inputs [all_inputs -no_clocks]
set_input_delay [expr $clk_period * $clk_io_pct] -clock clk0 $non_clock_inputs
set_output_delay [expr $clk_period * $clk_io_pct] -clock clk0 [all_outputs]
==> impl_metrics.csv <==
group,metric,value,unit
min_path,min_from,"busy[8]",
final_timing,clock.fmax,53.7,MHz
final_timing,finalCritPeriodShare,37.1,%
cells_and_area,area_growth_syn_to_layout,12.7,%
clocking,cts_max_path_buffers,4,
setup_path,critPathKind,"reg -> out",
die,die_w,528,µm
pwr,seqPwrFrac,49.2,%
logic_synthesis,ys_cells,9367,
drt,vias,85200,
die,coreArea,274000,µm²
placement,dp_hpwl,273,mm
global_routing,grt_overflow,0,
logic_synthesis,ys_async_sr_fraction,0,%
global_routing,grt_usage,33.9,%
setup_path,reg2reg_slack,41230,ps
drt,drc,0,
run,drv_cap,0,
run,warning_count,37,
die,dieArea,279000,µm²
final_timing,finalSetupViolCount,0,
final_timing,final-max-slew-violation-count,0,
pwr,combinationalPowerShare,11.0,%
logic_synthesis,synth_warnings,1,
clocking,clock_latency,920,ps
clocking,clockRootBuffer,"clkbuf_16",
final_timing,setup_tns,0,ps
clocking,clk_pin_slew,60,ps
min_path,hold_path_depth,2,
final_timing,rsz0062_at_grt,"false",
pwr,power_switching,1.06,mW
drt,drt_first_iter_violations,8283,
drt,wire_per_inst,33.9,µm
min_path,min_path_type,"reg -> reg",
run_status,status,"finished clean",
global_routing,grt_antenna_before_repair,40,
final_timing,period_minus_slack,18630,ps
die,ios,292,
cells_and_area,drive_above_1_share,15.3,%
setup_path,cp-end-kind,"output pin",
logic_synthesis,syn_inst,9367,
drt,finalWirelength,442,mm
die,initial_core_util,40.3,%
global_routing,grt_max_degree,92,
setup_path,crit_required,40160,ps
clocking,cts_setup_buffers,0,
drt,drtAntennaViolNets,0,
final_timing,final_hold_viol_count,0,
drt,firstDrtPassIters,7,
drt,viasPerCell,6.54,
pwr,irDropWorstVdd,0.0310,mV
setup_path,worstReg2RegEnd,"ls_element_cnt[2]",
placement,gp_congestion,0.973,
final_timing,max_slew.worst_pin.slew,951,ps
pwr,power.density,32.9,nW/µm²
logic_synthesis,postSynthAreaPerCell,11.8,µm²
logic_synthesis,ys.flops,2003,
logic_synthesis,flop_cell,"edfxtp_1",
placement,port_buffers,291,
logic_synthesis,synth-edff-count,1947,
clocking,clock_sinks,2003,
final_timing,clock_skew,60.5,ps
setup_path,worstSetupStartpointType,"register",
logic_synthesis,postSynthSeqShare,53.9,%
clocking,postCtsHoldBufs,0,
setup_path,cp.arrival,8590,ps
final_timing,relSlewSlack,35.7,%
logic_synthesis,synth_cell_types,95,
pwr,internal-power,3.05,mW
setup_path,worstPathMaxFanout,41,
die,rows,192,
logic_synthesis,ys_chip_area,111000,µm²
clocking,htreeDepth,4,
global_routing,first_global_vias,86700,
min_path,min_to,"busy[8]",
setup_path,rr_worst_depth,26,
cells_and_area,finalNonFillerCells,13000,
pwr,power.leakage,42.7,nW
logic_synthesis,syn_area,111000,µm²
pwr,p_clk_share,39.8,%
placement,dp.cells,12600,
pwr,switching_share,25.7,%
die,fp.dieH,528,µm
clocking,ctsResizeCount,0,
clocking,cts_tree,"built",
global_routing,grt_pass1_wl,624,mm
clocking,cts_made_buffers,224,
power groups by stage:
stage     Sequential, mW  Combinational (mW)  Clock [mW]
4_1_cts             2.02               0.437        1.64
5_1_grt             2.03               0.471        1.70
6_report            2.02               0.451        1.63
layer usage:
layer / global-route usage [%] / vias up / part of all wire, %
met5: 5.21 / - / 0.42
met4: 14.6 / 79 / 5.7
met3: 26.8 / 1694 / 19
met2: 46.6 / 7216 / 43
met1: 38.5 / 40700 / 32
li1: - / 35400 / -
layout make-up:
cell class | instances | area [µm²]
multi-input cells | 6192 | 47200
well taps | 3686 | 4610
inverters | 54 | 203
fillers | 23900 | 150000
clock inverters | 118 | 1180
diodes | 16 | 40.0
clock buffers | 273 | 5850
repair buffers | 688 | 5920
flip-flops and latches | 2003 | 59600
worst max path at each step:
stage             from                  end  slack (ps)  depth (start not counted)
CTS           register  io_rob_id_to_rob[0]       31450                         18
global route  register  io_rob_id_to_rob[1]       31240                         18
finish        register  io_rob_id_to_rob[1]       31570                         18
flip-flops by register name (all words and copies together), names as in the netlist, 80 cells and up, named ones only:
| register | cells |
|---|---|
| rob_id | 80 |
| opnum | 96 |
| Q1 | 80 |
| Q2 | 80 |
| V1 | 512 |
| imm | 512 |
| V2 | 512 |
layout by cell type (no fill, tap or decap), types with 18 or more instances in the layout:
cell	instances
nand2_1	504
nor2_4	20
nor4_2	21
a22oi_1	19
a221oi_1	476
nor2_1	909
buf_4	391
xor2_1	221
inv_1	41
clkbuf_1	46
bufinv_16	22
mux2i_1	83
edfxtp_1	1947
o211ai_1	25
a21oi_1	866
mux4_2	541
clkinv_1	43
o21ai_1	20
clkdlybuf4s50_1	281
o21a_1	62
and3_1	141
and2_1	603
dfxtp_1	48
nor4_1	70
a211oi_1	284
nor4b_1	18
a32oi_1	70
clkbuf_16	227
nand3_1	91
o21ai_0	393
clkinv_2	35
nor3_1	36
ha_1	54
xnor2_1	234
nor3b_1	78
nand4_1	40
synth_stat cells, drive strengths merged, types with 8 or more instances:
| master | number | share of area [%] |
|---|---|---|
| or3 | 17 | 0.096 |
| xor2 | 221 | 1.8 |
| a22oi | 19 | 0.13 |
| and2 | 606 | 3.4 |
| a21o | 10 | 0.068 |
| dfxtp | 56 | 1.0 |
| mux4 | 541 | 11 |
| a31o | 12 | 0.095 |
| o311ai | 10 | 0.079 |
| nand3 | 112 | 0.51 |
| nand3b | 15 | 0.10 |
| ha | 54 | 0.61 |
| nand2 | 508 | 1.7 |
| a211oi | 285 | 1.9 |
| clkbuf | 1005 | 3.4 |
| nor3 | 45 | 0.20 |
| nand2b | 11 | 0.062 |
| nor2 | 933 | 3.2 |
| o21ai | 416 | 1.9 |
| a31oi | 18 | 0.11 |
| nand4 | 40 | 0.23 |
| o2111ai | 14 | 0.14 |
| o21bai | 9 | 0.061 |
| a221oi | 477 | 3.8 |
| o31a | 8 | 0.063 |
| or4 | 13 | 0.092 |
| buf | 113 | 0.45 |
| mux2i | 83 | 0.75 |
| edfxtp | 1947 | 53 |
| xnor2 | 234 | 1.9 |
| and3 | 146 | 0.83 |
| a32oi | 70 | 0.55 |
| o21a | 62 | 0.42 |
| inv | 54 | 0.18 |
| nand4b | 8 | 0.063 |
| nor4b | 18 | 0.14 |
| nor2b | 17 | 0.096 |
| o22ai | 11 | 0.062 |
| o211ai | 28 | 0.20 |
| nor4 | 91 | 0.52 |
| a21oi | 869 | 4.0 |
| nor3b | 79 | 0.54 |
logic make-up after synthesis:
family	count (synthesis)	synth area share (%)
compound gates	2374	14.0
xor+xnor	455	3.60
fa+ha+maj	57	0.665
buf+inv	1172	4.05
flops	2003	53.9
mux	630	11.8
simple gates	2676	11.9
metrics by stage:
step	power, mW	cell area [µm²]	utilization (%)	hold slack [ps]	setup WS, ps
after global placement	2.48	118000	42.8	475	32460
after global routing	4.20	125000	45.4	539	31240
after floorplan	2.28	111000	-	401	33400
after detailed placement	2.49	118000	42.8	490	32410
after CTS	4.10	125000	45.4	501	31450
final	4.11	125000	45.4	502	31570
critical path, stage by stage, from the launching register on:
cell	delay, ps
dfxtp_4	730
buf_4	520
buf_4	600
buf_4	580
mux4_2	390
mux4_2	510
ha_1	470
a21oi_4	240
a21oi_1	110
or4_1	410
nor3_1	240
or3b_1	370
or4_1	460
or4b_1	530
nor4_2	370
buf_4	250
nand2_1	150
nor3_1	160
clkdlybuf4s50_1	490
No activity file was given, so power comes from the tool's default toggle rates.
