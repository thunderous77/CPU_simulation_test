**/design/flow/run.sh**
```bash
#!/bin/bash
# OpenROAD 26Q1-2900-gdf79404cd8, Yosys 0.63+post, stock flow scripts
make -C /OpenROAD-flow-scripts/flow DESIGN_CONFIG=/design/flow/config.mk WORK_HOME=/design/flow/orfs finish
```
**/design/flow/design.v**
```verilog
module Predictor (
    input clk,
    input rst,
    input wire[31:0] predict_pc_from_fch,
    input wire[31:0] predict_inst_from_fch,
    output wire predicted_jump_sign_to_fch,
    output wire [31:0] predicted_jump_target_pc_to_fch,
    input wire jump_sign_from_rob,
    input wire enable_sign_from_rob,
    input wire [31:0] jump_target_pc_from_rob
);
    reg [2-1:0] branch_history [256-1:0];
    wire [31:0] pc_segmant = jump_target_pc_from_rob[9:2];
    assign predicted_jump_sign_to_fch = (predict_inst_from_fch[6:0] == 7'b1101111) ? 1'b1 :
                            (predict_inst_from_fch[6:0] == 7'b1100011 ? 
                            (branch_history[predict_pc_from_fch[9:2]][1]) : 1'b0);
    wire [31:0] jal_pc = {{12{predict_inst_from_fch[31]}}, predict_inst_from_fch[19:12], predict_inst_from_fch[20], predict_inst_from_fch[30:21], 1'b0};
    wire [31:0] br_pc = {{20{predict_inst_from_fch[31]}}, predict_inst_from_fch[7:7], predict_inst_from_fch[30:25], predict_inst_from_fch[11:8], 1'b0};
    assign predicted_jump_target_pc_to_fch = (predict_inst_from_fch[6:0] == 7'b1101111 ? jal_pc : br_pc);
    integer i;
    always @(posedge clk) begin
        if (rst) begin
            for (i = 0; i< 256; i = i + 1) begin
                branch_history[i] <= 2'b01;
            end
        end
        else if (enable_sign_from_rob) begin
            branch_history[pc_segmant] <= branch_history[pc_segmant] +
            ((jump_sign_from_rob) ? (branch_history[pc_segmant] == 2'b11 ? 0 : 1) : (branch_history[pc_segmant] ==2'b00 ? 0 : -1));
        end
    end
endmodule
```
**/design/flow/constraint.sdc**
```tcl
current_design Predictor

set clk_period 40.1
set clk_io_pct 0.2

create_clock -name clk0 -period $clk_period [get_ports {clk}]

set non_clock_inputs [all_inputs -no_clocks]
set_input_delay [expr $clk_period * $clk_io_pct] -clock clk0 $non_clock_inputs
set_output_delay [expr $clk_period * $clk_io_pct] -clock clk0 [all_outputs]
```
**/design/flow/config.mk**
```make
export PLATFORM = sky130hd
export DESIGN_NAME = Predictor
export DESIGN_NICKNAME = Predictor
export VERILOG_FILES = /design/flow/design.v
export SDC_FILE = /design/flow/constraint.sdc
export NUM_CORES = 4
export LEC_CHECK = 1
export CORE_UTILIZATION = 50
```
==> impl_metrics.py <==
# Flow results
metrics = {
    "yosys": {
        "ys_cells": 2011,
        "yosys_warnings": 1,
        "ys_ff": 512,
        "synth_cell_types": 36,
        "ys_seq_share_pct": 56.8,
        "ys_area_um2": 27100,
        "synth_area_um2": 27100,
        "postSynthAreaPerCell_um2": 13.5,
        "syn_inst": 2011,
    },
    "drt": {
        "vias": 17700,
        "firstDrtPassIters": 5,
        "wl_mm": 81.0,
        "drc_errors": 0,
        "vias_per_cell": 6.59,
        "post_drt_wl_per_cell_um": 30.2,
        "ant_nets": 0,
        "drt_iter0_drc": 1109,
        "antenna_cells": 0,
    },
    "cts": {
        "ctsResizeCount": 0,
        "clockBufferDepth": 3,
        "cts_hold_buf": 0,
        "cts_tree": "done",
        "cts_root_buffer": "clkbuf_16",
        "cts_max_level": 2,
        "post-cts-setup-buffers": 0,
        "clock_latency_ns": 0.61,
        "cts.clk_slew.worst_paths_ns": 0.06,
        "cts_made_buffers": 55,
        "cts.sinks": 512,
    },
    "global_route": {
        "grt.overflow.total": 0,
        "grt.total_usage_pct": 33.0,
        "antenna_found_initial": 1,
        "grt_max_degree": 155,
        "grt_pass1_vias": 18400,
        "grt_pass1_wl_mm": 119,
    },
    "timing": {
        "hold_violations": 0,
        "setup_tns_ns": 0,
        "rsz0062_at_grt": "false",
        "skew_ns": 0.0133,
        "slew_violations": 0,
        "fmax_ghz": 0.0501,
        "fin_crit_sh_pct": 49.8,
        "max-slew-margin-rel_pct": 38.6,
        "period_needed_ns": 19.96,
        "tightest_slew_ns": 0.920,
        "setup_viol": 0,
    },
    "placed_design": {
        "dp_hpwl_mm": 50.2,
        "dp_cells": 2584,
        "io_buffers": 71,
        "gp_congestion": 0.939,
    },
    "layout": {
        "lay_top_count": "edfxtp_1",
        "layout_top_cells": "edfxtp_1, nand2_1, nor3_1",
        "largest_register": "branch_history",
        "area_growth_pct": 9.94,
        "fin_util_pct": 56.1,
        "largest_register_ffs": 512,
        "largest_registers": "branch_history x512",
        "drive_above_1_share_pct": 20.8,
        "instances_no_fill": 2681,
    },
    "die": {
        "coreArea_um2": 53100,
        "fp_util_pct": 51.0,
        "rows": 84,
        "die_w_um": 235,
        "die_h_um": 235,
        "die_area_um2": 55100,
        "io_pins": 133,
    },
    "min_path": {
        "min_path_type": "reg2reg",
    },
    "worst_setup_path": {
        "critical_path.max_fanout": 26,
        "start_kind": "primary input",
        "cp-end-kind": "output port",
        "required_ns": 32.08,
        "r2r_slack_ns": 35.01,
        "crit_type": "in2out",
        "critical_path_arrival_ns": 11.94,
    },
    "status": {
        "status": "finished, final reports clean",
    },
    "run": {
        "maxCapViolCount": 0,
        "warnings": 75,
    },
    "power": {
        "max-vdd-ir-drop_v": 0.0000326,
        "p_leak_nw": 8.31,
        "p_per_area_nw_per_um2": 40.9,
    },
}
==> power by group <==
| part | internal, mW | switching [mW] | leakage, nW |
|---|---|---|---|
| Clock | 0.270 | 0.207 | 0.815 |
| Sequential | 0.597 | 0.00452 | 4.51 |
| Combinational | 0.0497 | 0.0899 | 2.99 |
| Total | 0.917 | 0.301 | 8.31 |
==> worst paths after layout <==
check | from | to | depth (start not counted)
setup / recovery | predict_pc_from_fch[2] | predicted_jump_sign_to_fch | 9
hold / removal | branch_history[86][0] | branch_history[220][0] | 9
setup reg to reg | branch_history[239][1] | branch_history[167][1] | 14
hold reg to reg | branch_history[86][0] | branch_history[220][0] | 9
==> synthesized netlist by cell type <==
cell type,number,area share (%)
mux2i_1,1,0.037
buf_6,22,0.91
nor4b_4,1,0.088
or2_2,2,0.046
a31o_2,1,0.032
and3b_1,1,0.032
ha_1,1,0.046
or4_1,4,0.11
nor4bb_1,1,0.037
a211oi_1,1,0.028
buf_2,16,0.30
conb_1,1,0.014
a21oi_1,34,0.63
o21ai_1,2,0.037
inv_1,2,0.028
edfxtp_1,512,57
nor3b_1,2,0.055
and3_1,3,0.069
nor2_1,37,0.51
nand3_1,7,0.13
buf_1,12,0.17
o21bai_1,256,7.1
a21o_1,8,0.22
and2_1,4,0.092
mux2_2,5,0.21
buf_4,27,0.75
nor3_1,261,4.8
nand2_1,286,4.0
a22oi_1,66,1.8
o41ai_1,3,0.097
mux4_2,212,18
nand2b_1,6,0.14
or3_1,5,0.12
clkbuf_1,201,2.8
nor4_1,1,0.023
nor2b_1,7,0.16
==> metrics by stage <==
stage	power (mW)	hold WS, ns	area [um2]	setup WS (ns)
6_report	1.22	1.83	29800	20.14
5_1_grt	1.25	1.92	29800	19.87
4_1_cts	1.22	1.81	29800	20.03
3_5_place_dp	0.751	1.79	28100	20.06
3_3_place_gp	0.750	1.76	28100	20.02
2_1_floorplan	0.715	1.52	27100	21.06
==> logic make-up (layout without fill, tap and decap cells) <==
logic type	Yosys count	after routing	share of synthesized area [%]
buffers and inverters	280	262	4.94
multiplexers	218	218	17.9
adder cells (fa/ha/maj)	1	1	0.0462
other	1	1	0.0138
flip-flops	512	512	56.8
AND-OR/OR-AND	371	371	9.97
AND/OR/NAND/NOR	628	628	10.4
==> critical path, cell delays in order <==
cell             delay, ns
buf_4                 0.42
buf_4                 0.61
mux4_2                0.62
mux4_2                0.56
mux4_2                0.47
mux2i_1               0.29
a21oi_1               0.23
a31o_2                0.28
clkdlybuf4s50_1       0.40
==> metal layers <==
metal  wire, um  global-route usage, %
met2      37800                   47.3
met3      12100                   19.8
met1      27400                   44.6
met4       3680                   11.4
met5         68                  0.693
==> layout make-up <==
| type | instances | area [um2] |
|---|---|---|
| clock inverter | 28 | 178 |
| clock buffer | 69 | 1470 |
| timing repair buffer | 163 | 1430 |
| tap | 688 | 861 |
| fill | 4191 | 23300 |
| inverter | 2 | 7.51 |
| multi-input combinational | 1219 | 10500 |
| sequential | 512 | 15400 |
Power figures rest on the tool's default switching activity, not on a simulated workload.
